$ cat constraint.sdc
current_design Sound_Bounce

set clk_period 6.2
set clk_io_pct 0.2

create_clock -name clk0 -period $clk_period [get_ports {clk10}]

set non_clock_inputs [all_inputs -no_clocks]
set_input_delay [expr $clk_period * $clk_io_pct] -clock clk0 $non_clock_inputs
set_output_delay [expr $clk_period * $clk_io_pct] -clock clk0 [all_outputs]
$ cat design.v
module Sound_Bounce(clk10, Sound_EN1, Sound_OUT);
input clk10, Sound_EN1;
output reg Sound_OUT;
    reg [23:0]aux=0;
    reg [15:0]cont=0, freq=0;
    wire [6:0]duty=0;
    reg [3:0]nota=0;
	 reg Sound_OUT1;
    parameter do2=17026;
    parameter s=0;
    assign duty=freq>>1;
always@(posedge(clk10))
begin
    aux=aux+1;
    cont=cont+1;
    if(cont>=freq)
    begin
        Sound_OUT=0; cont=0;
    end
    if(cont==(freq>>1)) Sound_OUT=1;
    if(aux>=1000000)
        begin
        nota=nota+1; aux=0;
        end
    if(nota>=2) nota=0;
    if(Sound_EN1==1)
    begin
        case(nota)
            0:freq=do2;
            1:freq=do2;
            2:freq=s;
            default:freq=s;
        endcase
    end
    else freq=s;
end
endmodule
$ cat run.sh
#!/bin/bash
# OpenROAD 26Q1-2900-gdf79404cd8, Yosys 0.63+post, stock flow scripts
make -C /OpenROAD-flow-scripts/flow DESIGN_CONFIG=/design/flow/config.mk WORK_HOME=/design/flow/orfs finish
$ cat config.mk
export PLATFORM = sky130hd
export DESIGN_NAME = Sound_Bounce
export DESIGN_NICKNAME = Sound_Bounce
export VERILOG_FILES = /design/flow/design.v
export SDC_FILE = /design/flow/constraint.sdc
export NUM_CORES = 4
export LEC_CHECK = 1
export CORE_AREA = 10 10 110 110
export DIE_AREA = 0 0 120 120
==> flow_metrics.py <==
# Physical implementation metrics
metrics = {
    "cells_and_area": {
        "finalInstanceArea_sq_um": 1177,
        "seq_area_sq_um": 360.3,
        "fillCellCount": 1121,
        "comb_area_sq_um": 560.5,
        "final_core_utilization_pct": 12.05,
        "post_route_cells_drive_above_1_share_pct": 13.51,
        "final_cell_count_no_fill": 244,
        "area.growth.synth_to_final_pct": 19.42,
    },
    "place": {
        "portBuffers": 2,
        "postPlaceCellArea_sq_um": 1122,
        "place_hpwl_um": 1307,
        "placedCellCount": 240,
        "routabilityCongestion": 0.7657,
    },
    "yosys": {
        "ys_types": 33,
        "yosys-dominant-comb-family": "simple AND/OR/NAND/NOR gates",
        "synth_area_sq_um": 985.9,
        "yosys-mux-area-fraction_pct": 1.015,
        "synth-simple-area-share_pct": 27.28,
        "synth.ff_latch_count": 18,
        "dominantRegCellSynth": "sky130_fd_sc_hd__dfxtp_1",
        "yosys_warnings": 9,
        "synth_largest_type_area_fraction_pct": 36.55,
        "synth_sequential_area_ratio_pct": 36.55,
        "edf_count": 0,
        "synth-xor-area-share_pct": 14.21,
        "synthesis.instances": 112,
        "ys_cells": 112,
        "synth.cellmix.compoundShare_pct": 10.15,
        "syn_area_per_cell_sq_um": 8.803,
        "adder_area_share_pct": 3.807,
        "largest_area_cell": "sky130_fd_sc_hd__dfxtp_1",
        "synth.yosys.chip_area_sq_um": 985.9,
        "netlist_top_cells_area": "sky130_fd_sc_hd__dfxtp_1 (37%), sky130_fd_sc_hd__xnor2_1 (8.0%), sky130_fd_sc_hd__nor2_2 (6.3%), sky130_fd_sc_hd__xor2_1 (6.2%), sky130_fd_sc_hd__ha_1 (3.8%)",
        "synth-async-reset-ratio_pct": 0,
    },
    "worst_setup_path": {
        "critPathMaxFanout": 17,
        "reg2regPathDepth": 12,
        "timing.critical_path.cells": "ha_1 -> nand4_1 -> nor3_1 -> and4_1 -> xnor2_1 -> inv_1 -> ha_1 -> nand4_1 -> nor4_1 -> a2111o_1 -> a31oi_1 -> o22ai_1",
        "max_stage_delay_ns": 0.70,
        "critPathTopFamily": "AND-OR/OR-AND gates",
        "worst_setup_path_start_kind": "register",
        "reg2reg_setup_slack_ns": 2.79,
        "path_class": "reg2reg",
        "worstSetupStartpoint": "cont[0]",
        "critical_path.reg2reg.startpoint": "cont[0]",
        "worstPathArrival_ns": 3.52,
        "crit_required_ns": 6.31,
        "worstSetupEndpointType": "register",
        "worst_reg2reg_endpoint": "Sound_OUT",
        "worst_path_max_delay_cell": "sky130_fd_sc_hd__a2111o_1",
        "critical_path_depth": 12,
        "critPathBufInv": 1,
        "crit_path_end": "Sound_OUT",
    },
    "floorplanning": {
        "pin_count": 3,
        "fp_density_pct": 10.09,
        "std_cell_rows": 36,
        "core_region_sq_um": 9774,
        "chipArea_sq_um": 14400,
        "fp.dieW_um": 120,
        "die-height_um": 120,
    },
    "global_routing": {
        "grt_start_max_net_pins": 18,
        "global_route.peak_usage_layer": "met2",
        "via_count_of_the_first_global_routing_pass": 714,
        "met3_usage_grt_pct": 0.2856,
        "globalRouteMet2Util_pct": 4.023,
        "gr-total-overflow": 0,
        "track_usage_pct": 2.478,
        "grt_pass1_wl_um": 3180,
        "use_met1_pct": 3.349,
        "initial_antenna_violation_count": 0,
    },
    "timing": {
        "finalCriticalPeriod_ns": 3.409,
        "grt_setup_unrepaired": "no",
        "setup_viol": 0,
        "slew_headroom_pct": 51.16,
        "layout_worst_path_cycle_share_pct": 54.99,
        "maxClockFrequency_mhz": 293.3,
        "fin_setup_tns_ns": 0,
        "finClkSkew_ns": 0.0008804,
        "hold_violations": 0,
        "timing.final.max_slew_violations": 0,
        "hold_slack_ns": 0.4984,
        "max_slew.worst_pin.slew_ns": 0.7325,
    },
    "clocking": {
        "clk_path_buf_depth": 2,
        "clk_transition_reported_paths_ns": 0.06,
        "cts_made_buffers": 3,
        "post_cts_setup_inserts": 0,
        "clockRootBuffer": "sky130_fd_sc_hd__clkbuf_8",
        "cts-hold-fix-buffers": 0,
        "clk_latency_ns": 0.25,
        "cts_tree": "done",
        "cts_max_level": 1,
        "cts.sinks": 18,
        "postCtsResizedCells": 0,
    },
    "run_status": {
        "outcome": "complete, no violations",
    },
    "power_and_ir_drop": {
        "leakage_nw": 0.3580,
        "peakVddDrop_mv": 0.05987,
        "areal_power_density_over_the_cells_nw_per_um2": 193.8,
    },
    "job": {
        "drv_cap": 0,
        "log.warning_count": 25,
    },
    "route": {
        "wire_per_inst_um": 7.029,
        "detailroute.via_count": 729,
        "postRouteWirelength_um": 1715,
        "detailedRoute.firstIterationViolations": 26,
        "vias_per_cell": 2.988,
        "first_pass_iters": 3,
        "drc": 0,
        "ant_diodes": 0,
        "final_antenna_net_count": 0,
    },
    "worst_hold_path": {
        "worst_hold_path.num_cells": 1,
        "holdCritPathClass": "reg2reg",
    },
}
-- registers in the layout (all words and copies together) (netlist names) --
name / count
freq: 1
cont: 16
Sound_OUT: 1
-- cell usage after synthesis (2+ instances only) --
cell                       instances
sky130_fd_sc_hd__dfxtp_1          18
sky130_fd_sc_hd__nor2_2           10
sky130_fd_sc_hd__xnor2_1           9
sky130_fd_sc_hd__nand2_1           8
sky130_fd_sc_hd__nor2_1            8
sky130_fd_sc_hd__xor2_1            7
sky130_fd_sc_hd__nor3_1            6
sky130_fd_sc_hd__inv_1             4
sky130_fd_sc_hd__nand3_1           4
sky130_fd_sc_hd__nand4_1           4
sky130_fd_sc_hd__ha_1              3
sky130_fd_sc_hd__o31ai_1           3
sky130_fd_sc_hd__a31oi_1           2
sky130_fd_sc_hd__and4_1            2
sky130_fd_sc_hd__buf_4             2
sky130_fd_sc_hd__buf_6             2
sky130_fd_sc_hd__clkbuf_1          2
sky130_fd_sc_hd__nor4_1            2
sky130_fd_sc_hd__or3_1             2
-- cells in the final DEF, fill, tap and decap left out --
master / count
sky130_fd_sc_hd__nor2_1: 8
sky130_fd_sc_hd__xor2_1: 7
sky130_fd_sc_hd__a2111o_1: 1
sky130_fd_sc_hd__clkdlybuf4s50_1: 2
sky130_fd_sc_hd__nor2_2: 10
sky130_fd_sc_hd__o2111a_1: 1
sky130_fd_sc_hd__inv_1: 4
sky130_fd_sc_hd__nand3_1: 4
sky130_fd_sc_hd__mux2i_1: 1
sky130_fd_sc_hd__a31oi_1: 2
sky130_fd_sc_hd__ha_1: 3
sky130_fd_sc_hd__nand2_1: 8
sky130_fd_sc_hd__or4_1: 1
sky130_fd_sc_hd__a41oi_1: 1
sky130_fd_sc_hd__a21bo_2: 1
sky130_fd_sc_hd__dfxtp_1: 18
sky130_fd_sc_hd__clkbuf_8: 4
sky130_fd_sc_hd__o22ai_1: 1
sky130_fd_sc_hd__nor4_1: 2
sky130_fd_sc_hd__and3_1: 1
sky130_fd_sc_hd__nand4_1: 4
sky130_fd_sc_hd__and2_1: 1
sky130_fd_sc_hd__nor4b_1: 1
sky130_fd_sc_hd__o2111ai_1: 1
sky130_fd_sc_hd__xnor2_1: 9
sky130_fd_sc_hd__nor3_1: 6
sky130_fd_sc_hd__a32oi_1: 1
sky130_fd_sc_hd__and4_1: 2
sky130_fd_sc_hd__o31ai_1: 3
sky130_fd_sc_hd__conb_1: 1
sky130_fd_sc_hd__or3_1: 2
-- through the flow --
| step | total power [W] | worst slack (ns) |
|---|---|---|
| detailed placement | 0.0001379 | 2.838 |
| finish | 0.0002282 | 2.791 |
| CTS | 0.0002314 | 2.793 |
| floorplan | 0.0001353 | 3.451 |
| global placement | 0.0001379 | 2.858 |
| global route | 0.0002409 | 2.442 |
-- logic make-up (layout without fill, tap and decap cells) --
logic type	after synthesis	count (layout)
other cells	1	1
flops	18	18
mux	1	1
compound gates	12	12
fa+ha+maj	3	3
simple gates	50	50
xor+xnor	16	16
buf+inv	11	10
-- metal layers --
| metal | share of wire, % | wire length [um] |
|---|---|---|
| met1 | 51 | 876 |
| met2 | 45 | 764 |
| met3 | 1.5 | 25 |
| met4 | 2.9 | 49 |
| met5 | 0 | 0 |
-- layout make-up --
type	count	share of cell area, %
clock buffers	4	4.676
well taps	133	14.13
inverters	4	1.275
repair buffers	2	1.700
multi-input cells	83	47.61
flip-flops and latches	18	30.61
-- power breakdown --
group,switching [W],internal [W]
logic,0.00000705,0.00000675
clock network,0.0000368,0.0000563
registers,0.00000287,0.000118
total,0.0000467,0.000181
-- worst reg2reg max path: stages (launching register included) --
cell	delay [ns]
sky130_fd_sc_hd__dfxtp_1	0.42
sky130_fd_sc_hd__ha_1	0.32
sky130_fd_sc_hd__nand4_1	0.21
sky130_fd_sc_hd__nor3_1	0.28
sky130_fd_sc_hd__and4_1	0.24
sky130_fd_sc_hd__xnor2_1	0.19
sky130_fd_sc_hd__inv_1	0.08
sky130_fd_sc_hd__ha_1	0.30
sky130_fd_sc_hd__nand4_1	0.09
sky130_fd_sc_hd__nor4_1	0.06
sky130_fd_sc_hd__a2111o_1	0.70
sky130_fd_sc_hd__a31oi_1	0.28
sky130_fd_sc_hd__o22ai_1	0.10
-- how the worst min path moves through the flow --
stage | from | end | slack [ns]
CTS | freq[9] | Sound_OUT | 0.50
global route | cont[0] | cont[0] | 0.54
finish | cont[0] | cont[0] | 0.50
Power and IR drop assume default switching activity.
